[./run.sh]
#!/bin/bash
# OpenROAD 26Q1-2900-gdf79404cd8, Yosys 0.63+post, stock flow scripts
make -C /OpenROAD-flow-scripts/flow DESIGN_CONFIG=/design/flow/config.mk WORK_HOME=/design/flow/orfs finish
[./config.mk]
export PLATFORM = sky130hd
export DESIGN_NAME = verifier
export DESIGN_NICKNAME = verifier
export VERILOG_FILES = /design/flow/design.v
export SDC_FILE = /design/flow/constraint.sdc
export NUM_CORES = 4
export LEC_CHECK = 1
export CORE_UTILIZATION = 50
[./constraint.sdc]
current_design verifier

set clk_period 23.8
set clk_io_pct 0.2

create_clock -name clk0 -period $clk_period

set non_clock_inputs [all_inputs -no_clocks]
set_input_delay [expr $clk_period * $clk_io_pct] -clock clk0 $non_clock_inputs
set_output_delay [expr $clk_period * $clk_io_pct] -clock clk0 [all_outputs]
[./design.v]
module arbiter ( input wire [7:0] in,
                 output reg [7:0] out
);
	always @ (*) begin
	   casex (in)
	   8'bxxxxxxx1: out = 8'b00000001;
	   8'bxxxxxx10: out = 8'b00000010;
	   8'bxxxxx100: out = 8'b00000100;
	   8'bxxxx1000: out = 8'b00001000;
	   8'bxxx10000: out = 8'b00010000;
	   8'bxx100000: out = 8'b00100000;
	   8'bx1000000: out = 8'b01000000;
	   8'b10000000: out = 8'b10000000;
	   default : out = 8'b0;
	   endcase
	end
endmodule
module cam ( input wire[63:0] data,
             input wire[3:0] data_len,
             output wire[2:0] addr,
             output wire valid
);
	wire [67:0] data_word;
	wire [7:0] entry_matches;
	assign data_word = {data_len, data};
	assign entry_matches[0] = 68'h3_00000000004F454C == data_word;
	assign entry_matches[1] = 68'h5_0000004E4F524141 == data_word;
	assign entry_matches[2] = 68'h5_000000594C4C4F48 == data_word;
	assign entry_matches[3] = 68'h5_0000004449564144 == data_word;
	assign entry_matches[4] = 68'h6_0000455249414C43 == data_word;
	assign entry_matches[5] = 68'h5_0000004B4E415246 == data_word;
	assign entry_matches[6] = 68'h5_00000045434E414C== data_word;
	assign entry_matches[7] = 68'h4_000000004E415952 == data_word;
	encoder enc_incam(.in(entry_matches), .out(addr));	
	assign valid = |entry_matches;
endmodule
module encoder (input wire [7:0] in,
                output reg [3:0] out
);
always @ (*) begin
    case (in)
        8'b00000001: out = 3'b000;
        8'b00000010: out = 3'b001;
        8'b00000100: out = 3'b010;
        8'b00001000: out = 3'b011;
        8'b00010000: out = 3'b100;
        8'b00100000: out = 3'b101;
        8'b01000000: out = 3'b110;
        8'b10000000: out = 3'b111;
        default: out = 3'b000;
    endcase
end
endmodule
module hash_rom(input wire[2:0] addr, 
                output reg [31:0] data
);
	always @ (*) begin
	   case (addr)
	   3'd0 : data = 32'hDC1A2C9E;
	   3'd1 : data = 32'hDC2EA8E4;
	   3'd2 : data = 32'h355FACC3;
	   3'd3 : data = 32'hAAF4ADC9;
	   3'd4 : data = 32'h13D41CED;
	   3'd5 : data = 32'h7EBCF8A8;
	   3'd6 : data = 32'hF3CDDB9B;
	   3'd7 : data = 32'h9948E6BE;
	   default : data = 32'h0;
	   endcase
	end
endmodule
module hash_round #(parameter ROUND = 0)(
    input wire [7:0] in_byte,
    input wire [31:0] in_state,
    output wire [31:0] out_state
);
	wire [7:0] a;
	wire [7:0] b;
	wire [7:0] c;
	wire [7:0] d;
	reg [7:0] mix_func_out;
	wire [7:0] mixed_a = in_byte + (a + mix_func_out);
	wire [7:0] rotated_mixed_a;
	assign {d ,c, b, a} = in_state;
	always @ (*) begin
	   case(ROUND)
	   3'd0, 3'd1, 3'd2 : mix_func_out = (c&b) | (~b & d);
	   3'd3, 3'd4 : mix_func_out = (c&b) | (c&d) | (b&d);
	   3'd5, 3'd6, 3'd7 : mix_func_out = c  ^ b ^ d; 
	   default : mix_func_out  = 3'd0;
	   endcase
	end
	rotator rot1(.in(mixed_a), .out(rotated_mixed_a), .distance(ROUND), .direction(1'b1));
	assign out_state = {c, b, rotated_mixed_a, d};
endmodule
module hasher ( input wire [63:0] data, 
                input wire [3:0] data_len,
                output wire [31:0] hash
);
	wire [31:0] final_state;
	wire [31:0] r0_out, r1_out, r2_out, r3_out, r4_out, r5_out, r6_out, r7_out;
	hash_round #(.ROUND(0)) hasher0(.in_byte(data[7:0]), .in_state(32'h55555555), .out_state(r0_out));
	hash_round #(.ROUND(1)) hasher1(.in_byte(data[15:8]), .in_state(32'hAAAAAAAA), .out_state(r1_out));
	hash_round #(.ROUND(2)) hasher2(.in_byte(data[23:16]), .in_state(r0_out), .out_state(r2_out));
	hash_round #(.ROUND(3)) hasher3(.in_byte(data[31:24]), .in_state(r1_out), .out_state(r3_out));
	hash_round #(.ROUND(4)) hasher4(.in_byte(data[39:32]), .in_state(r2_out), .out_state(r4_out));
	hash_round #(.ROUND(5)) hasher5(.in_byte(data[47:40]), .in_state(r3_out), .out_state(r5_out));
    hash_round #(.ROUND(6)) hasher6(.in_byte(data[55:48]), .in_state(r4_out), .out_state(r6_out));
    hash_round #(.ROUND(7)) hasher7(.in_byte(data[63:56]), .in_state(r5_out), .out_state(r7_out));
    assign final_state = r6_out ^ r7_out;
    rotator #(.WIDTH(32)) hash_rotator(.in(final_state), .distance({3'b000, final_state[4:0]}), .direction(^data_len), .out(hash));
endmodule
module length_finder ( input wire [63:0] string,
                       output wire [3:0] length
);
	wire [7:0] is_character_null;
	wire [7:0] first_null_character;
	assign is_character_null[7] = ~|string[63:56];
	assign is_character_null[6] = ~|string[55:48];
	assign is_character_null[5] = ~|string[47:40];
	assign is_character_null[4] = ~|string[39:32];
	assign is_character_null[3] = ~|string[31:24];
	assign is_character_null[2] = ~|string[23:16];
	assign is_character_null[1] = ~|string[15:8];
	assign is_character_null[0] = ~|string[7:0];
	arbiter arb_one ( .in(is_character_null), .out(first_null_character));
	encoder enc_one (.in(first_null_character), .out(length[2:0]));
	assign length[3] = (is_character_null == 8'b0);
endmodule
module rotator #(parameter WIDTH=8) (
   input wire [WIDTH - 1: 0] in,
   input wire direction,
   input wire [7:0] distance,
   output wire [WIDTH-1:0] out
);
	wire [WIDTH * 2 - 1: 0] double_in;
	wire [WIDTH * 2 - 1: 0] double_rot_l;
	wire [WIDTH - 1 : 0] rot_l;
	wire [WIDTH * 2 -1 : 0] double_rot_r;
	wire [WIDTH - 1: 0] rot_r;
	assign double_in = {2{in}};
	assign double_rot_l = double_in << distance;
	assign double_rot_r = double_in >> distance;
	assign rot_l = double_rot_l[WIDTH * 2 - 1: WIDTH];
	assign rot_r = double_rot_r[WIDTH -1 : 0];
	assign out = direction == 1'b1 ? rot_l : rot_r;
endmodule
module verifier (input wire [63:0] password,
                 input wire [63:0] username,
                 output wire valid
);
	wire [3:0] pass_lf_out, usern_lf_out;
	wire [31:0] hasher_out;
	wire [2:0] usern_addr;
	wire usern_valid;
	wire [31:0]pass_rom_data;
	length_finder lf_pass(.string(password), .length(pass_lf_out));
    length_finder lf_usern(.string(username), .length(usern_lf_out));
    hasher passw_hasher(.data(password), .data_len(pass_lf_out), .hash(hasher_out));
    cam usern_cam(.data_len(usern_lf_out), .data(username), .addr(usern_addr), .valid(usern_valid));
    hash_rom pass_rom(.addr(usern_addr), .data(pass_rom_data));
    assign valid = (pass_rom_data == hasher_out) & usern_valid;
endmodule
==> results_dict.tcl <==
# yosys + openroad results
set metrics [dict create \
    status "finished clean" \
    antenna_violations_before_repair 0 \
    detailedPlacementHpwl_um 30800 \
    detail_route.wirelength_um 39100 \
    i_o_buffers 129 \
    layout.sequential_cells 0 \
    critical_path.startpoint_type "primary input" \
    cts.repair.resized 0 \
    met1_length_um 16300 \
    die_y_um 140 \
    synth.cellmix.simpleShare 0.266 \
    core_region_area_um2 18700 \
    leakage_uw 0.00409 \
    maxCapViolCount 0 \
    firstDrtPassIters 8 \
    via_count 11636 \
    p_per_area_nw_per_um2 125 \
    met3WireLength_um 4540 \
    postSynthAreaPerCell_um2 6.94 \
    critical_path_peak_fanout 8 \
    synthesized_area_fraction_occupied_by_ao_oa_aoi_and_oai_cells 0.355 \
    top_signal_layer_used "met4" \
    logic_family "AND-OR/OR-AND gates" \
    max-slew-margin-rel 0.371 \
    yosysChipArea_um2 9530 \
    most-common-layout-cells "sky130_fd_sc_hd__nor2_1 (131), sky130_fd_sc_hd__clkdlybuf4s50_1 (129), sky130_fd_sc_hd__nand2_1 (120)" \
    seq_area_um2 0 \
    critical_path.most_common_cell "sky130_fd_sc_hd__ha_1" \
    period_used_share 0.775 \
    unrepaired_setup_endpoints_after_global_routing "false" \
    crit_path_max_incr_delay_ns 0.59 \
    worstSetupPathType "primary input to output port" \
    fp.dieW_um 140 \
    min_period_ns 18.45 \
    die_area_um2 19600 \
    openroad.warnings 42 \
    final-instance-count-excl-fill 1669 \
    endpoints_failing_hold 0 \
    synthCells 1373 \
    setup_viol_count_final 0 \
    maximum_number_of_pins_on_one_net_before_global_route_repair 67 \
    globalRouteOverflowTotal 0 \
    cp_data_arrival_time_ns 13.69 \
    crit_path_start "password[17]" \
    syn_area_um2 9530 \
    post_synth_mux_area_share 0.0519 \
    num_antenna_cells 0 \
    timing.critical_path.to_type "output port" \
    lay_top_count "sky130_fd_sc_hd__nor2_1" \
    design.portCount 129 \
    globalplace.congestion 1.10 \
    timing.final.max_slew_violations 0 \
    drt-initial-drc-count 1289 \
    final.hold.worst_slack_ns 11.19 \
    fp-utilization 0.509 \
    wire_length_of_the_first_global_routing_pass_um 60000 \
    cp.buffers_inverters 2 \
    row_cnt 50 \
    timing.critical_path.slowest_stage_cell "sky130_fd_sc_hd__clkdlybuf4s50_1" \
    grtUsageTotal 0.398 \
    yosysCellCount 1373 \
    worstHoldPathType "primary input to output port" \
    critical_path_depth 32 \
    flow.area_growth_from_synthesis_pct 13.6 \
    final_layout_size_suffix_gt1_frac 0.0690 \
    ys_seq_frac 0 \
    synth_warnings 21 \
    post_drt_via_cell_ratio 6.97 \
    n_clock_buffer 0 \
    antenna_left 0 \
    dr_wl_met2_um 16500 \
    placed_cells 1669 \
    xor_share 0.150 \
    post-cts-setup-buffer-count 0 \
    crit_path_end "valid" \
    crit_required_ns 19.04 \
    timing.fmax_ghz 0.0542 \
    routed_wire_length_per_instance_um 23.4 \
    drc_errors 0 \
    fin_tns_setup_ns 0 \
    yosys_adder_share 0.0951 \
    worst_ir_drop_on_vdd_mv 0.139 \
    vias_in_the_first_global_route 10569 \
    post_cts_hold_buffer_count 0 \
    synth.distinct_cells 117 \
    worst_margin_slew_ns 0.943 \
    critPathTopFamily "AND-OR/OR-AND gates" \
]
## how the worst min path moves through the flow
stage / from / to / slack (ns) / cells past startpoint
after CTS: username[43] / valid / 11.16 / 10
final: username[43] / valid / 11.19 / 9
after global routing: username[41] / valid / 11.33 / 10
## per-stage QoR
step                       util  worst slack (ns)  instance area [um^2]  total power, uW
after floorplan               -              7.45                  9530              912
after global placement    0.578              5.63                 10800             1290
after detailed placement  0.578              5.40                 10800             1280
after CTS                 0.578              5.41                 10800             1290
after global routing      0.578              4.78                 10800             1430
final                     0.578              5.35                 10800             1360
## power breakdown
part | internal, uW | switching (uW)
clock network | 0 | 0
registers | 0 | 0
logic | 488 | 867
## cells by family (layout without fill, tap and decap cells)
family,after synthesis,count (layout)
buffers and inverters,151,213
XOR/XNOR,138,138
AND-OR/OR-AND,491,491
adder cells (fa/ha/maj),70,70
AND/OR/NAND/NOR,483,483
multiplexers,40,40
## layout make-up
cell class | instances | area [um^2]
tap | 234 | 293
fill | 1814 | 7890
timing repair buffer | 153 | 1470
multi-input combinational | 1222 | 8830
inverter | 60 | 225
## per-layer routing
metal / vias up / global-route usage
met1: 5281 / 0.573
met5: - / 0
met4: 0 / 0.158
met2: 871 / 0.587
li1: 5362 / -
met3: 122 / 0.0752
## synthesized netlist by cell type, types with 22 or more instances
cell | n | share of area
sky130_fd_sc_hd__a211oi_1 | 31 | 0.024
sky130_fd_sc_hd__a21oi_1 | 98 | 0.051
sky130_fd_sc_hd__buf_2 | 26 | 0.014
sky130_fd_sc_hd__clkbuf_1 | 31 | 0.012
sky130_fd_sc_hd__ha_1 | 66 | 0.087
sky130_fd_sc_hd__inv_1 | 60 | 0.024
sky130_fd_sc_hd__mux2i_1 | 28 | 0.029
sky130_fd_sc_hd__nand2_1 | 120 | 0.047
sky130_fd_sc_hd__nand3_1 | 37 | 0.019
sky130_fd_sc_hd__nor2_1 | 132 | 0.052
sky130_fd_sc_hd__nor3_1 | 36 | 0.019
sky130_fd_sc_hd__nor4_1 | 23 | 0.015
sky130_fd_sc_hd__o211ai_1 | 33 | 0.026
sky130_fd_sc_hd__o21ai_0 | 93 | 0.049
sky130_fd_sc_hd__o22ai_1 | 22 | 0.014
sky130_fd_sc_hd__xnor2_1 | 82 | 0.075
sky130_fd_sc_hd__xor2_1 | 39 | 0.036
Power and IR drop assume default switching activity.
